==> flow/design.v <==
module exp14_top
(
    input clk,
    input rst_n,
    output pin_out
);
    reg [3:0] cmd_start;
    wire cmd_done;
    s_o_module u1
    (
        .clk(clk),
        .rst_n(rst_n),
        .cmd_start(cmd_start),
        .cmd_done(cmd_done),
        .pin_out(pin_out)
    );
    always @(posedge clk or negedge rst_n)
    begin
        if(!rst_n)
            cmd_start <= 4'b0001;        
        else if(cmd_done)
            cmd_start <= 4'b0000;
    end
endmodule
module s_o_command
(
    clk,
    rst_n,
    cmd_start,
    cmd_done,
    func_start,
    func_done
);
    input clk;
    input rst_n;
    input [3:0] cmd_start;
    output reg cmd_done;
    output reg [1:0] func_start;
    input func_done;
    reg [3:0]i;
    always @(posedge clk or negedge rst_n)
    begin
        if(!rst_n)
        begin
            i <= 4'd0;
            cmd_done <= 1'b0;
            func_start <= 2'b00;
        end
        else if(cmd_start[3])  
        begin
            case(i)
                0,1,2:
                    if(func_done)
                    begin
                        func_start <= 2'b00;
                        i <= i + 1;
                    end
                    else
                        func_start <= 2'b10;
                3:
                    begin
                        i <= 4;
                        cmd_done <= 1'b1;
                    end
                4:
                    begin
                        i <= 0;
                        cmd_done <= 1'b0;
                    end
            endcase
        end
        else if(cmd_start[2])  
        begin
            case(i)
                0,2:  
                    if(func_done)
                    begin
                        func_start <= 2'b00;
                        i <= i + 1;
                    end
                    else
                        func_start <= 2'b10;
                1:  
                    if(func_done)
                    begin
                        func_start <= 2'b00;
                        i <= i + 1;
                    end
                    else
                        func_start <= 2'b01;
                3:
                    begin
                        i <= 4;
                        cmd_done <= 1'b1;
                    end
                4:
                    begin
                        i <= 0;
                        cmd_done <= 1'b0;
                    end
            endcase
        end
        else if(cmd_start[1])  
        begin
            case(i)
                0,2:  
                    if(func_done)
                    begin
                        func_start <= 2'b00;
                        i <= i + 1;
                    end
                    else
                        func_start <= 2'b01;
                1:  
                    if(func_done)
                    begin
                        func_start <= 2'b00;
                        i <= i + 1;
                    end
                    else
                        func_start <= 2'b10;
                3:
                    begin
                        i <= 4;
                        cmd_done <= 1'b1;
                    end
                4:
                    begin
                        i <= 0;
                        cmd_done <= 1'b0;
                    end
            endcase
        end
        else if(cmd_start[0])  
        begin
            case(i)
                0,1,2:  
                    if(func_done)
                    begin
                        func_start <= 2'b00;
                        i <= i + 1;
                    end
                    else
                        func_start <= 2'b01;
                3:
                    begin
                        i <= 4;
                        cmd_done <= 1'b1;
                    end
                4:
                    begin
                        i <= 0;
                        cmd_done <= 1'b0;
                    end
            endcase
        end
    end
endmodule
module s_o_function
(
    clk,
    rst_n,
    func_start,
    func_done,
    pin_out
);
    input clk;
    input rst_n;
    input [1:0] func_start;
    output reg func_done;
    output pin_out;
    parameter T1MS = 16'd49_999;
    reg [15:0] count1;
    always @(posedge clk or negedge rst_n)
    begin
        if (!rst_n)
            count1 <= 16'd0;
        else if (count1 == T1MS)
            count1 <= 16'd0;
        else if (isCount)
            count1 <= count1 + 1'b1;
        else
            count1 <= 16'd0;
    end
    reg [9:0] count_MS;
    always @(posedge clk or negedge rst_n)
    begin
        if (!rst_n)
            count_MS <= 10'd0;
        else if(count_MS == rTime)
            count_MS <= 10'd0;
        else if (count1 == T1MS)
            count_MS <= count_MS + 1'b1;
    end
    reg [3:0] i;
    reg isCount;
    reg [9:0] rTime;
    reg rPin;
    always @(posedge clk or negedge rst_n)
    begin
        if(!rst_n)
        begin
            i <= 4'd0;
            isCount <= 1'b0;
            rTime <= 10'd0;
            func_done <= 1'b0;
            rPin <= 1'b0;
        end
        else if(func_start[1])  
        begin
            case(i)
                0,2,4:
                    if(isCount && count_MS == rTime)
                    begin
                        i <= i + 1;
                        isCount <= 1'b0;
                        rPin <= 1'b0;
                    end
                    else
                    begin
                        isCount <= 1'b1;
                        rTime <= 100;
                        rPin <= 1'b1;
                    end
                1,3,5:
                    if(isCount && count_MS == rTime)
                    begin
                        i <= i + 1;
                        isCount <= 1'b0;
                    end
                    else
                    begin
                        isCount <= 1'b1;
                        rTime <= 50;
                    end
                6:
                    begin
                        i <= 7;
                        func_done <= 1'b1;
                    end
                7:
                    begin
                        i <= 0;
                        func_done <= 1'b0;
                    end
            endcase
        end
        else if(func_start[0])  
        begin
            case(i)
                0,2,4:
                    if(isCount && count_MS == rTime)
                    begin
                        i <= i + 1;
                        isCount <= 1'b0;
                        rPin <= 1'b0;
                    end
                    else
                    begin
                        isCount <= 1'b1;
                        rTime <= 400;
                        rPin <= 1'b1;
                    end
                1,3,5:
                    if(isCount && count_MS == rTime)
                    begin
                        i <= i + 1;
                        isCount <= 1'b0;
                    end
                    else
                    begin
                        isCount <= 1'b1;
                        rTime <= 50;
                    end
                6:
                    begin
                        i <= 7;
                        func_done <= 1'b1;
                    end
                7:
                    begin
                        i <= 0;
                        func_done <= 1'b0;
                    end
            endcase
        end
    end
    assign pin_out = !rPin;
endmodule
module s_o_module
(
    input clk,
    input rst_n,
    input [3:0] cmd_start,
    output cmd_done,
    output pin_out
);
    wire [1:0] func_start;
    wire func_done;
    s_o_command u1
    (
        .clk(clk),
        .rst_n(rst_n),
        .cmd_start(cmd_start),
        .cmd_done(cmd_done),
        .func_start(func_start),
        .func_done(func_done)
    );
    s_o_function u2
    (
        .clk(clk),
        .rst_n(rst_n),
        .func_start(func_start),
        .func_done(func_done),
        .pin_out(pin_out)
    );
endmodule
==> flow/run.sh <==
#!/bin/bash
# OpenROAD 26Q1-2900-gdf79404cd8, Yosys 0.63+post, stock flow scripts
make -C /OpenROAD-flow-scripts/flow DESIGN_CONFIG=/design/flow/config.mk WORK_HOME=/design/flow/orfs finish
==> flow/config.mk <==
export PLATFORM = sky130hd
export DESIGN_NAME = exp14_top
export DESIGN_NICKNAME = exp14_top
export VERILOG_FILES = /design/flow/design.v
export SDC_FILE = /design/flow/constraint.sdc
export NUM_CORES = 4
export LEC_CHECK = 1
export CORE_UTILIZATION = 40
==> flow/constraint.sdc <==
current_design exp14_top

set clk_period 4.1
set clk_io_pct 0.2

create_clock -name clk0 -period $clk_period [get_ports {clk}]

set non_clock_inputs [all_inputs -no_clocks]
set_input_delay [expr $clk_period * $clk_io_pct] -clock clk0 $non_clock_inputs
set_output_delay [expr $clk_period * $clk_io_pct] -clock clk0 [all_outputs]
==> GITHUB_STEP_SUMMARY <==
### Flow metrics

| Metric | Value |
|---|---|
| Max Freq | 0.430 GHz |
| #FFs+latches synth | 43 |
| Max cap viols | 0 |
| Worst-path clk slew | 0.08 ns |
| GRT Residual Overflow | 0 |
| CTS tree | built |
| TNS Setup | 0 ns |
| Global Route met3 Usage | 2.42% |
| Lkg Pwr | 0.00112 µW |
| Via/cell ratio | 5.08 |
| Switching part of the total | 19.3% |
| Clock tree buffer depth | 2 |
| Psw | 148 µW |
| Die Span Y | 76.8 µm |
| Crit path DAT | 2.50 ns |
| Chip width | 76.8 µm |
| Critical path class | register to register |
| Cell Area, Synth | 0.00224 mm² |
| Crit-path slowest cell | nor4_4 |
| TritonCTS Buffers | 5 |
| Grt met1 use | 23.4% |
| Tmin final | 2.32 ns |
| Fin util | 46.5% |
| DP Area | 0.00232 mm² |
| Tcrit/Tclk final | 56.7% |
| Area growth from synthesis to layout | 8.83% |
| RSZ-0062 raised after global routing | no |
| Final hold violations | 0 |
| CP Launch Type | register |
| H-tree Lvls | 2 |
| First-pass GRT wire length | 6.31 mm |
| Critical Path Fanout Max | 15 |
| IO Port Bufs | 2 |
| Pre-CTS WS | 1.79 ns |
| Yosys synthesis chip area | 0.00224 mm² |
| # clock sinks | 43 |
| # diodes | 0 |
| Placer Congestion | 0.855 |
| Residual DRC | 0 |
| Root Driver | clkbuf_8 |
| Met2 usage | 18.8% |
| DR pass1 iterations | 4 |
| Commonest flop | dfrtp_1 |
| 1st-iter DRT viols | 50 |
| Number of global-route vias before repair | 1,345 |
| Outcome | completed |
| Slew @ Worst Pin | 0.773 ns |
| Seq pwr share | 55.0% |
| Ys async rst share | 100% |
| CTS Hold Bufs | 0 |
| CP Data Required Time | 4.28 ns |
| Drt wl/cell | 12.1 µm |
| Cells resized by post-CTS repair | 0 |
| Max-slew headroom | 48.1% |
| Setup Skew | 0.00942 ns |
| Ports | 3 |
| Largest net degree at the start of global routing | 44 |
| Cells after synthesis | 216 |
| FP Util | 42.8% |
| VDD IR max | 0.168 mV |
| Yosys top cell area share | 46.9% |
| Crit path cell chain | or4_4 -> nor4_4 -> a31o_2 -> mux2_4 |
| Min-delay worst type | register to register |
| Total core area | 0.00524 mm² |
| DIE AREA | 0.00590 mm² |
| # setup viols final | 0 |
| Detail Route Antenna Nets | 0 |
| Final WS setup | 1.78 ns |
| Row count | 26 |
| Yosys cell count | 216 |
| Mean post-synth cell area | 10.4 µm² |
| Ys Warns | 3 |
| CP max stage delay | 0.60 ns |
| Post-synth seq share | 48.1% |
| GRT busiest layer | met1 |
| Tot Pwr | 770 µW |
| Post-synth EDFFs | 0 |
| Initial antenna violation count | 0 |
| Synth area leader | dfrtp_1 |
| Clock Latency Late Sink | 0.29 ns |
| Post-Route WL | 3.55 mm |
| Post-CTS setup buffer count | 0 |
| PwrDens | 316 mW/mm² |
| Critical path capture point type | register |
| Max-slew violations | 0 |
| Biggest area cells | dfrtp_1 (47%), ha_1 (5.6%), nor2_1 (5.0%), xor2_1 (4.3%), xnor2_1 (3.9%) |
| Design area | 0.00244 mm² |
| Layout cells sized above 1 | 12.6% |
| Clock Power Share | 43.8% |
| GRT Total Usage | 13.6% |
| DP Wirelength | 2.40 mm |
| Count of tool warnings | 31 |
| Netlist cell types | 43 |
| DR vias | 1,488 |
| Power share of the combinational group | 1.1% |
| Internal Power | 622 µW |
## worst paths after layout
path / from / end / slack [ns] / depth (start not counted)
min in group asynchronous: rst_n / u1.u1.i[1] / 0.58 / 2
worst max-delay path: u1.u2.count_MS[3] / u1.u2.i[1] / 1.78 / 4
worst min register to register: u1.u1.cmd_done / cmd_start / 0.43 / 1
worst max register to register: u1.u2.count_MS[3] / u1.u2.i[1] / 1.78 / 4
max in group asynchronous: rst_n / u1.u2.count_MS[8] / 3.14 / 2
worst min-delay path: u1.u1.cmd_done / cmd_start / 0.43 / 1
## cell usage in the layout (no fill, tap or decap), drive strengths merged, types with 3 or more instances in the layout
master	instances
xor2	11
dfrtp	42
mux2i	6
nand3	7
nand2	12
mux2	4
o21ai	7
nor2	30
a31oi	3
nor3	8
nand2b	3
a21oi	7
xnor2	10
inv	11
clkbuf	6
and3	11
nand4	4
ha	10
## routing by layer
metal	part of all wire, %	wire, µm	up-vias
li1	-	-	759
met1	53	1890	696
met2	42	1480	29
met3	4.1	146	4
met4	1.0	36	0
met5	0	0	-
## metrics by stage
step	hold WS [ns]	std cells
2_1_floorplan	0.391	216
3_5_place_dp	0.424	285
6_report	0.428	293
4_1_cts	0.429	293
3_3_place_gp	0.406	285
5_1_grt	0.440	293
## synth_stat cells (3+ instances only)
| master | number |
|---|---|
| mux2i_1 | 6 |
| inv_1 | 11 |
| dfrtp_1 | 42 |
| ha_1 | 10 |
| mux2_2 | 3 |
| a21oi_1 | 7 |
| nor3_1 | 8 |
| xor2_1 | 11 |
| nand2_1 | 12 |
| nor2_1 | 30 |
| nand4_1 | 3 |
| xnor2_1 | 10 |
| o21ai_0 | 7 |
| and3_1 | 10 |
| a31oi_1 | 3 |
| nand3_1 | 7 |
| nand2b_1 | 3 |
## power groups by stage
stage	Clock (µW)	Combinational (µW)	Sequential [µW]
after CTS	353	9.88	424
final	338	8.78	424
after global routing	368	11.2	424
## cell families after synthesis
logic type,count (synthesis),share of synthesized area (%)
mux,10,4.86
xor+xnor,21,8.21
simple gates,92,23.0
flops,43,48.1
compound gates,25,7.10
buf+inv,15,3.18
fa+ha+maj,10,5.59
## registers in the layout (all words and copies together), names as in the netlist
| name | count |
|---|---|
| u1.u2.count1 | 16 |
| u1.u2.count_MS | 10 |
| u1.u1.i | 4 |
| u1.u2.i | 4 |
| u1.u2.rTime | 3 |
| cmd_start | 1 |
| u1.u1.cmd_done | 1 |
| u1.u1.func_start | 1 |
| u1.u2.func_done | 1 |
| u1.u2.isCount | 1 |
| u1.u2.rPin | 1 |
## critical path: cells and delay by family, from the launching register on
kind            cells  cell delay, ns
mux                 1            0.30
flops               1            0.45
simple gates        2            1.14
compound gates      1            0.33
## cell type report
class                      count  area (µm²)
inverter                      11        41.3
fill                         494        2800
tap                           70        87.6
timing repair buffer           3        22.5
multi-input combinational    158        1090
sequential                    43        1080
clock buffer                   6        82.6
clock inverter                 2        35.0
Power figures rest on the tool's default switching activity, not on a simulated workload.
