==> flow/design.v <==
`timescale 1ns / 1ps
module top_demo_module(
    input clk,
    input rst_n,
    output [7:0]smg_data,
    output [5:0]scan_sig
    );
    reg [23:0]number;
    smg_interface U2(
        .clk(clk),
        .rst_n(rst_n),
        .number_sig(number),
        .smg_data(smg_data),
        .scan_sig(scan_sig)
    );
    localparam T1S = 26'd49_999_999;
    reg [25:0]count_s;
    always @(posedge clk or negedge rst_n) begin
        if (!rst_n)
            count_s <= 26'd0;
        else if(count_s == T1S)
            count_s <= 26'd0;
        else
            count_s <= count_s + 1'b1;
    end
    reg [1:0]i;
    always @(posedge clk or negedge rst_n) begin
        if (!rst_n)
        begin
            number <= 24'd0;
            i <= 2'd0;
        end
        else
        begin
            case(i)
                0:
                begin
                    i <= 2'd1;
                    number <= 24'd0;
                end
                1:
                begin
                    if(count_s == T1S)
                    begin
                        if (number == 24'hfff_fff)
                            i <= 2'd0;
                        else
                        begin
                            i <= 2'd2;
                            number <= number + {{3{4'd0}}, {3{4'd1}}};
                        end
                    end
                end
                2:
                begin
                    if(count_s == T1S)
                    begin
                        if (number == 24'hfff_fff)
                            i <= 2'd0;
                        else
                        begin
                            i <= 2'd1;
                            number <= number + {{3{4'd1}}, {3{4'd0}}};
                        end
                    end
                end
            endcase
        end
    end
endmodule
`timescale 1ns / 1ps
module smg_control_module
(
    clk,
    rst_n,
    number_sig,
    number_data
);
    input clk;
    input rst_n;
    input [23:0]number_sig;
    output [3:0]number_data;
    localparam T1MS = 16'd49_999;
    reg [15:0]count;
    always @(posedge clk or negedge rst_n) begin
        if (!rst_n)
            count <= 16'd0;
        else if (count == T1MS)
            count <= 16'd0;
        else
            count <= count + 1'b1;
    end
    reg [2:0]i;
    reg [3:0]rData;
    always @(posedge clk or negedge rst_n)
    begin
        if (!rst_n) begin
            i <= 3'd0;
            rData <= 4'd0;
        end
        else begin
            case(i)
                0:
                    if (count == T1MS)
                        i <= i + 1'b1;
                    else
                        rData <= number_sig[23:20];
                1:
                    if (count == T1MS)
                        i <= i + 1'b1;
                    else
                        rData <= number_sig[19:16];
                2:
                    if (count == T1MS)
                        i <= i + 1'b1;
                    else
                        rData <= number_sig[15:12];
                3:
                    if (count == T1MS)
                        i <= i + 1'b1;
                    else
                        rData <= number_sig[11:8];
                4:
                    if (count == T1MS)
                        i <= i + 1'b1;
                    else
                        rData <= number_sig[7:4];
                5:
                    if (count == T1MS)
                        i <= 3'd0;
                    else
                        rData <= number_sig[3:0];
            endcase
        end
    end
    assign number_data = rData;
endmodule
`timescale 1ns / 1ps
module smg_encode_module(
    clk,
    rst_n,
    number_data,
    smg_data
    );
    input clk;
    input rst_n;
    input [3:0]number_data;
    output [7:0]smg_data;
    parameter _0 = 8'b1100_0000;
    parameter _1 = 8'b1111_1001;
    parameter _2 = 8'b1010_0100;
    parameter _3 = 8'b1011_0000;
    parameter _4 = 8'b1001_1001;
    parameter _5 = 8'b1001_0010;
    parameter _6 = 8'b1000_0010;
    parameter _7 = 8'b1111_1000;
    parameter _8 = 8'b1000_0000;
    parameter _9 = 8'b1001_0000;
    parameter _a = 8'b1000_1000;
    parameter _b = 8'b1000_0011;
    parameter _c = 8'b1100_0110;
    parameter _d = 8'b1010_0001;
    parameter _e = 8'b1000_0110;
    parameter _f = 8'b1000_1110;
    parameter _z = 8'b1111_1111;
    reg [7:0]rSmg;
    always @(posedge clk or negedge rst_n) begin
        if (!rst_n)
            rSmg <= _z;
        else
            case(number_data)
                4'd0:  rSmg<= _0;
                4'd1:  rSmg<= _1;
                4'd2:  rSmg<= _2;
                4'd3:  rSmg<= _3;
                4'd4:  rSmg<= _4;
                4'd5:  rSmg<= _5;
                4'd6:  rSmg<= _6;
                4'd7:  rSmg<= _7;
                4'd8:  rSmg<= _8;
                4'd9:  rSmg<= _9;
                4'd10: rSmg<= _a;
                4'd11: rSmg<= _b;
                4'd12: rSmg<= _c;
                4'd13: rSmg<= _d;
                4'd14: rSmg<= _e;
                4'd15: rSmg<= _f;
            endcase
    end
    assign smg_data = rSmg;
endmodule
`timescale 1ns / 1ps
module smg_interface
(
    input clk,
    input rst_n,
    input [23:0] number_sig,
    output [7:0] smg_data,
    output [5:0] scan_sig
);
    wire [3:0] number_data;
    smg_control_module S1
    (
        .clk(clk),
        .rst_n(rst_n),
        .number_sig(number_sig),
        .number_data(number_data)
    );
    smg_encode_module S2
    (
        .clk(clk),
        .rst_n(rst_n),
        .number_data(number_data),
        .smg_data(smg_data)
    );
    smg_scan_module S3
    (
        .clk(clk),
        .rst_n(rst_n),
        .scan_sig(scan_sig)
    );
endmodule
`timescale 1ns / 1ps
module smg_scan_module(
    clk,
    rst_n,
    scan_sig
    );
    input clk;
    input rst_n;
    output [5:0]scan_sig;
    localparam T1MS = 16'd49_999;
    reg [15:0]count;
    always @(posedge clk or negedge rst_n) begin
        if (!rst_n)
            count <= 16'd0;
        else if (count == T1MS)
            count <= 16'd0;
        else
            count <= count + 1'b1;
    end
    reg [2:0]i;
    reg [5:0]rScan;
    always @(posedge clk or negedge rst_n) begin
        if (!rst_n) begin
            i <= 3'd0;
            rScan <= 6'b11_1111;
        end
        else
            case(i)
                0:
                    if(count == T1MS)
                        i <= i + 1'b1;
                    else
                        rScan <= 6'b01_1111;
                1:
                    if(count == T1MS)
                        i <= i + 1'b1;
                    else
                        rScan <= 6'b10_1111;
                2:
                    if(count == T1MS)
                        i <= i + 1'b1;
                    else
                        rScan <= 6'b11_0111;
                3:
                    if(count == T1MS)
                        i <= i + 1'b1;
                    else
                        rScan <= 6'b11_1011;
                4:
                    if(count == T1MS)
                        i <= i + 1'b1;
                    else
                        rScan <= 6'b11_1101;
                5:
                    if(count == T1MS)
                        i <= 3'd0;
                    else
                        rScan <= 6'b11_1110;
            endcase
    end
    assign scan_sig = rScan;
endmodule
==> flow/run.sh <==
#!/bin/bash
# OpenROAD 26Q1-2900-gdf79404cd8, Yosys 0.63+post, stock flow scripts
make -C /OpenROAD-flow-scripts/flow DESIGN_CONFIG=/design/flow/config.mk WORK_HOME=/design/flow/orfs finish
==> flow/config.mk <==
export PLATFORM = sky130hd
export DESIGN_NAME = top_demo_module
export DESIGN_NICKNAME = top_demo_module
export VERILOG_FILES = /design/flow/design.v
export SDC_FILE = /design/flow/constraint.sdc
export NUM_CORES = 4
export LEC_CHECK = 1
export CORE_UTILIZATION = 40
==> flow/constraint.sdc <==
current_design top_demo_module

set clk_period 3.6
set clk_io_pct 0.2

create_clock -name clk0 -period $clk_period [get_ports {clk}]

set non_clock_inputs [all_inputs -no_clocks]
set_input_delay [expr $clk_period * $clk_io_pct] -clock clk0 $non_clock_inputs
set_output_delay [expr $clk_period * $clk_io_pct] -clock clk0 [all_outputs]
==> job_summary.md <==
### Flow metrics

| Metric | Value |
|---|---|
| Clock Sinks | `108` |
| Final period util | `0.650` |
| Setup bufs post-CTS | `0` |
| Post-synth EDFFs | `0` |
| Core box area | `14100 µm²` |
| CP startpoint kind | `flip-flop` |
| FF-to-FF path depth | `7` |
| Hold buffers post-CTS | `0` |
| IR drop worst, VDD | `~240 µV` |
| Layout Area Growth over Synthesis | `9.81%` |
| Clock Power Share | `0.439` |
| Grt ovf | `0` |
| Fp util | `0.416` |
| Post-synthesis instance area | `slightly below 6000 µm²` |
| Pleak | `2.79 nW` |
| Status | `finished, final reports clean` |
| Final setup TNS | `0 ns` |
| # rows | `between 40 and 50` |
| Least-Margin Pin Slew | `about 0.75 ns` |
| Clk_skew | `~0.0077 ns` |
| Area after DPL | `6170 µm²` |
| Library cells used by synthesis | `~66` |
| R2r setup slk | `between 1 and 1.5 ns` |
| Post-DR wirelength/cell | `around 14 µm` |
| Max-Cap Viols | `0` |
| Yosys synthesis chip area | `between 5000 and 6000 µm²` |
| Data required, critical path | `just under 4 ns` |
| Dpl hpwl | `about 8.0 mm` |
| Worst Hold Class | `in2async` |
| ANT nets after route | `0` |
| Synth async-reset ratio | `1.00` |
| Switch share | `0.221` |
| Clock transition at path regs | `approximately 0.07 ns` |
| Logic pwr share | `0.011` |
| Ports | `16` |
| Total Wirelength | `roughly 11 mm` |
| Number of global-route vias before repair | `about 4100` |
| Clock root buffer | `clkbuf_16` |
| Inserted Diodes | `0` |
| Die Area | `15200 µm²` |
| Power Density | `roughly 340 nW/µm²` |
| Net Sw Power | `approximately 0.00049 W` |
| MUX area fraction | `0.0210` |
| Unrepaired setup endpoints after global routing | `no` |
| Vias/cell | `between 5 and 6` |
| Worst r2r src | `count_s[0]$_DFF_PN0_` |
| Yosys adder share | `0.0403` |
| Synth logic family | `simple AND/OR/NAND/NOR gates` |
| First-pass GRT wire length | `around 20 mm` |
| Post-cts sizing count | `0` |
| Layout cells sized above 1 | `0.0841` |
| Die width | `~120 µm` |
| Fill count | `1296` |
| Fin cells | `810` |
| Placed cell count | `a little under 800` |
| AND/OR/NAND/NOR Cells, Area Fraction | `0.232` |
| Total track usage | `0.168` |
| Mean Syn Cell Area | `approximately 9.5 µm²` |
| Drt pass-1 iters | `4` |
| H-tree Lvls | `3` |
| Min Tclk post-route | `about 2.3 ns` |
| Ys flops | `about 110` |
| Reg-to-reg endpoint | `number[11]$_DFFE_PN0P_` |
| Hold violation total from the final report | `0` |
| Critical Path AT | `between 2 and 3 ns` |
| Stage-log warning count | `34` |
| Fmax | `about 430 MHz` |
| Clk ins delay skew pair | `roughly 0.35 ns` |
| Setup Crit Path Kind | `reg2reg` |
| Routability congestion estimate from global placement | `0.921` |
| Yosys warns | `4` |
| Commonest flop | `dfrtp_1` |
| Tot Pwr | `0.00221 W` |
| Yosys cell count | `roughly 620` |
| Worst-path fanout max | `9` |
| TritonCTS clock tree | `yes` |
| 1st-iter DRT viols | `250` |
| Slew margin rel. | `0.499` |
| Post-Synth AOI/OAI Area | `0.129` |
| XOR Share, Synth | `0.0892` |
| Worst hold margin | `between 0.3 and 0.4 ns` |
| IO Port Bufs | `14` |
| Sequential power share | `0.550` |
| Post-Synthesis Cells | `between 600 and 700` |
| CTS Buf Count | `9` |
| Initial antenna violation count | `0` |
| Largest net degree at the start of global routing | `between 40 and 50` |
| Die Span Y | `between 100 and 150 µm` |
| Commonest Layout Cell | `dfrtp_1` |
| # setup viols final | `0` |
| Design Area, Final | `6470 µm²` |
| Drt drc | `0` |
| Max-slew violations | `0` |
| Clock Path Buffers | `2` |
| Int Power | `0.00172 W` |
| Most frequent logic cells in the routed design | `94 x dfrtp_1, 82 x nor2_1, 44 x nand2_1, 43 x nand3_1, 41 x xor2_1` |
| Seq share, synth | `0.462` |
| Via count | `4407` |
| CP endpoint kind | `flip-flop` |
-- power groups by stage --
stage / Clock, W / Sequential [W] / Combinational, W
5_1_grt: 0.00105 / 0.00121 / 0.0000309
4_1_cts: 0.00101 / 0.00121 / 0.0000276
6_report: 0.000967 / 0.00121 / 0.0000251
-- Yosys cell counts (all sizes together) (3+ instances only) --
cell    number  area, µm²
a211oi       4       30.0
a21oi       30        150
a22oi        5       37.5
a31oi       11       75.1
a32o         3       30.0
and2         6       37.5
and3        20        126
and4         4       35.0
buf          8       47.5
clkbuf      14       52.6
dfrtp       94       2350
dfstp       14        368
ha          19        238
inv         12       45.0
mux2i        9       90.1
nand2       45        176
nand2b       6       37.5
nand3       43        215
nand4       13       87.6
nor2        82        308
nor2b        6       37.5
nor3        14       75.1
nor4         8       71.3
o211ai       7       52.6
o21a         3       22.5
o21ai       27        135
o22a         3       26.3
o22ai        4       25.0
o31ai        5       37.5
or2          3       18.8
or3          5       31.3
xnor2       19        166
xor2        41        359
-- cell type report --
cell class	count	area [µm²]	area share
tap	180	225	0.0348
clock buffer	10	239	0.0369
clock inverter	6	56.3	0.00870
multi-input combinational	476	3020	0.466
sequential	108	2720	0.420
timing repair buffer	18	168	0.0259
inverter	12	45.0	0.00696
-- state kept, by name, summed over array words and instances, names as in the netlist --
register and cells:
i 3, U2.S2.rSmg 7, U2.S3.i 3, U2.S3.rScan 6, U2.S1.rData 4, U2.S1.i 3, U2.S1.count 16, U2.S3.count 16
count_s 26, number 24
-- layer usage --
layer	track usage	vias to the layer above	part of all wire
met1	0.265	2113	0.50
met2	0.258	62	0.45
li1	-	2225	-
met4	0.0181	0	0.010
met3	0.0297	7	0.034
met5	0	-	0
-- worst max-delay path, stage by stage, from the launching register on --
cell     delay [ns]
dfrtp_1        0.37
ha_1           0.23
and3_1         0.22
nand2_1        0.22
nor4_4         0.58
nand2_4        0.14
or3_1          0.37
a21oi_1        0.14
-- cells by family (layout without fill, tap and decap cells) --
family | count (synthesis) | after routing
multiplexers | 11 | 11
AND-OR/OR-AND | 118 | 118
buffers and inverters | 35 | 46
flip-flops | 108 | 108
other | 1 | 1
XOR/XNOR | 60 | 60
adder cells (fa/ha/maj) | 19 | 19
AND/OR/NAND/NOR | 267 | 267
-- worst max-delay path by stage --
stage                        start                      to  depth (start not counted)
global route  count_s[0]$_DFF_PN0_  number[11]$_DFFE_PN0P_                          7
CTS           count_s[0]$_DFF_PN0_  number[11]$_DFFE_PN0P_                          7
finish        count_s[0]$_DFF_PN0_  number[11]$_DFFE_PN0P_                          7
-- stage by stage --
stage               setup WS (ns)   util
floorplan                    1.52      -
global placement             1.32  0.436
detailed placement           1.28  0.436
CTS                          1.25  0.457
global route                 1.09  0.457
finish                       1.26  0.457
Power is estimated from default activity; no workload was simulated.
