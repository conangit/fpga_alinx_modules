`flow/config.mk`:
```
export PLATFORM = sky130hd
export DESIGN_NAME = exp15_demo
export DESIGN_NICKNAME = exp15_demo
export VERILOG_FILES = /design/flow/design.v
export SDC_FILE = /design/flow/constraint.sdc
export NUM_CORES = 4
export LEC_CHECK = 1
export CORE_UTILIZATION = 40
```
`flow/design.v`:
```
module ds1302_module
(
    input clk,
    input rst_n,
    input [7:0] cmd,
    output cmd_done,
    output [7:0] read_data,
    output sclk,
    output ce,
    inout sio
);
    wire [1:0] func_start;
    wire func_done;
    wire [7:0] register_addr;
    wire [7:0] write_data;
    ds_function u1
    (
        .clk(clk),
        .rst_n(rst_n),
        .func_start(func_start),
        .func_done(func_done),
        .register_addr(register_addr),
        .write_data(write_data),
        .read_data(read_data),
        .sclk(sclk),
        .ce(ce),
        .sio(sio)
    );
    ds_command u2
    (
        .clk(clk),
        .rst_n(rst_n),
        .cmd(cmd),
        .cmd_done(cmd_done),
        .func_done(func_done),
        .func_start(func_start),
        .register_addr(register_addr),
        .write_data(write_data)
    );
endmodule
module ds_command
(
    input clk,
    input rst_n,
    input [7:0] cmd,
    output reg cmd_done,
    input func_done,
    output reg [1:0] func_start,
    output reg [7:0] register_addr,
    output reg [7:0] write_data
);
    parameter write_unprotect       = 8'b1000_0000;
    parameter write_hour            = 8'b0100_0000;
    parameter write_minit           = 8'b0010_0000;
    parameter write_second          = 8'b0001_0000;
    parameter write_protect         = 8'b0000_1000;
    parameter read_hour             = 8'b0000_0100;
    parameter read_minit            = 8'b0000_0010;
    parameter read_second           = 8'b0000_0001;
    always @(posedge clk or negedge rst_n)
    begin
        if(!rst_n)
        begin
            register_addr <= 8'd0;
            write_data <= 8'd0;
        end
        else
        begin
            case(cmd)
                write_unprotect:
                    begin
                        register_addr <= {2'b10, 5'd7, 1'b0};
                        write_data <= 8'h00;
                    end
                write_hour:  
                    begin
                        register_addr <= {2'b10, 5'd2, 1'b0};
                        write_data <= 8'h22;
                    end
                write_minit:  
                    begin
                        register_addr <= {2'b10, 5'd1, 1'b0};
                        write_data <= 8'h13;
                    end
                write_second:  
                    begin
                        register_addr <= {2'b10, 5'd0, 1'b0};
                        write_data <= 8'h00;
                    end
                write_protect:
                    begin
                        register_addr <= {2'b10, 5'd7, 1'b0};
                        write_data <= 8'h80;
                    end
                read_hour:
                    begin
                        register_addr <= {2'b10, 5'd2, 1'b1};
                    end
                read_minit:
                    begin
                        register_addr <= {2'b10, 5'd1, 1'b1};
                    end
                read_second:
                    begin
                        register_addr <= {2'b10, 5'd0, 1'b1};
                    end
            endcase
        end
    end
    reg [3:0] i;
    always @(posedge clk or negedge rst_n)
    begin
        if(!rst_n)
        begin
            i <= 4'd0;
            func_start <= 2'b00;
            cmd_done <= 1'b0;
        end
        else if(cmd[7:3])  
        begin
            case(i)
                0:
                    if(func_done)
                    begin
                        i <= 1;
                        func_start <= 2'b00;
                    end
                    else
                        func_start <= 2'b10;
                1:
                    begin
                        i <= 2;
                        cmd_done <= 1'b1;
                    end
                2:
                    begin
                        i <= 0;
                        cmd_done <= 1'b0;
                    end
            endcase
        end
        else if(cmd[2:0])  
        begin
            case(i)
                0:
                    if(func_done)
                    begin
                        i <= 1;
                        func_start <= 2'b00;
                    end
                    else
                        func_start <= 2'b01;
                1:
                    begin
                        i <= 2;
                        cmd_done <= 1'b1;
                    end
                2:
                    begin
                        i <= 0;
                        cmd_done <= 1'b0;
                    end
            endcase
        end
    end
endmodule
module ds_function
(
    input clk,
    input rst_n,
    input [1:0] func_start,
    output reg func_done,
    input [7:0] register_addr,
    input [7:0] write_data,
    output reg [7:0] read_data,
    output reg sclk,
    output reg ce,
    inout sio
);
    parameter T0P5US = 5'd24;
    reg [4:0] count;
    always @(posedge clk or negedge rst_n)
    begin
        if(!rst_n)
            count <= 5'd0;
        else if(count == T0P5US)
            count <= 5'd0;
        else if(func_start[1] == 1'b1 | func_start[0] == 1'b1)
            count <= count + 1'b1;
        else
            count <= 5'd0;
    end
    reg [5:0] i;
    reg [5:0] go;
    reg isOut;
    reg rSIO;
    reg [7:0] rData;
    always @(posedge clk or negedge rst_n)
    begin
        if(!rst_n)
        begin
            i <= 6'd0;
            go <= 6'd0;
            isOut <= 1'b1;
            rSIO <= 1'b0;
            rData <= 8'd0;
            func_done <= 1'b0;
            read_data <= 8'd0;
            sclk <= 1'b0;
            ce <= 1'b0;
        end
        else if(func_start[1])  
        begin
            case(i)
                0:  
                    begin
                        i <= 2;
                        go <= i + 1;
                        isOut <= 1'b1;
                        rData <= register_addr;
                        sclk <= 1'b0;
                        ce <= 1'b1;
                    end
                1:  
                    begin
                        i <= 2;
                        go <= 19;
                        isOut <= 1'b1;
                        rData <= write_data;
                        sclk <= 1'b0;
                        ce <= 1'b1;
                    end
                2,4,6,8,10,12,14,16:
                    if(count == T0P5US)
                        i <= i + 1;
                    else
                    begin
                        sclk <= 1'b0;
                        rSIO <= rData[(i-2)>>1];  
                    end
                3,5,7,9,11,13,15,17:
                    if(count == T0P5US)
                        i <= i + 1'b1;
                    else
                        sclk <= 1'b1;
                18:
                    begin
                        i <= go;
                    end
                19:
                    begin
                        ce <= 1'b0;
                        i <= 20;
                    end
                20:
                    begin
                        func_done <= 1'b1;
                        i <= 21;
                    end
                21:
                    begin
                        func_done <= 1'b0;
                        i <= 0;
                    end
                default: i <= 0;
            endcase
        end
        else if(func_start[0])  
        begin
            case(i)
                0:
                    begin
                        i <= 1;
                        isOut <= 1'b1;
                        rData <= register_addr;
                        sclk <= 1'b0;
                        ce <= 1'b1;
                    end
                1,3,5,7,9,11,13,15:
                    if(count == T0P5US)
                        i <= i + 1;
                    else
                    begin
                        sclk <= 1'b0;
                        rSIO <= rData[(i-1)>>1];  
                    end
                2,4,6,8,10,12,14,16:
                    if(count == T0P5US)
                        i <= i + 1;
                    else
                        sclk <= 1'b1;
                17:
                    begin
                        i <= 18;
                        isOut <= 1'b0;
                    end
                18,20,22,24,26,28,30,32:
                    if(count == T0P5US)
                        i <= i + 1;
                    else
                    begin
                        sclk <= 1'b0;  
                        read_data[(i-18)>>1] <= sio;  
                    end
                19,21,23,25,27,29,31,33:
                    if(count == T0P5US)
                        i <= i + 1;
                    else
                        sclk <= 1'b1;
                34:
                    begin
                        ce <= 1'b0;
                        i <= 35;
                    end
                35:
                    begin
                        func_done <= 1'b1;
                        i <= 36;
                    end
                36:
                    begin
                        func_done <= 1'b0;
                        i <= 0;
                    end
                default: i <= 0;
            endcase
        end
    end
    assign sio = isOut ? rSIO : 1'bz;
endmodule
module exp15_demo
(
    input clk,
    input rst_n,
    output rtc_sclk,
    output rtc_ce,
    inout rtc_sio,
    output tx_pin
);
    parameter write_unprotect       = 8'b1000_0000;
    parameter write_hour            = 8'b0100_0000;
    parameter write_minit           = 8'b0010_0000;
    parameter write_second          = 8'b0001_0000;
    parameter write_protect         = 8'b0000_1000;
    parameter read_hour             = 8'b0000_0100;
    parameter read_minit            = 8'b0000_0010;
    parameter read_second           = 8'b0000_0001;
    reg [7:0] cmd;
    wire cmd_done;
    wire [7:0] read_data;
    ds1302_module u1
    (
        .clk(clk),
        .rst_n(rst_n),
        .cmd(cmd),
        .cmd_done(cmd_done),
        .read_data(read_data),
        .sclk(rtc_sclk),
        .ce(rtc_ce),
        .sio(rtc_sio)
    );
    reg tx_en_sig;
    reg [7:0] tx_data;
    wire tx_done;
    tx_module u2(
        .CLK(clk),
        .RST_n(rst_n),
        .Tx_En_Sig(tx_en_sig),
        .Tx_Data(tx_data),
        .Tx_Done_Sig(tx_done),
        .Tx_Pin_Out(tx_pin)
    );
    parameter T1S = 26'd49_999_999;
    reg [25:0] count;
    reg isCount;
    always @(posedge clk or negedge rst_n)
    begin
        if(!rst_n)
            count <= 26'd0;
        else if(count == T1S)
            count <= 26'd0;
        else if(isCount)
            count <= count + 1'b1;
        else
            count <= 26'd0;
    end
    reg [3:0] i;
    always @(posedge clk or negedge rst_n)
    begin
        if(!rst_n)
        begin
            i <= 4'd5;  
            isCount <= 1'b0;
            tx_en_sig <= 1'b0;
            tx_data <= 8'd0;
            cmd <= 8'd0;
        end
        else
        begin
            case(i)
                0:
                    if(cmd_done)
                    begin
                        i <= 1;
                        cmd <= 8'd0;
                    end
                    else
                        cmd <= write_unprotect;
                1:
                    if(cmd_done)
                    begin
                        i <= 2;
                        cmd <= 8'd0;
                    end
                    else
                        cmd <= write_hour;
                2:
                    if(cmd_done)
                    begin
                        i <= 3;
                        cmd <= 8'd0;
                    end
                    else
                        cmd <= write_minit;
                3:
                    if(cmd_done)
                    begin
                        i <= 4;
                        cmd <= 8'd0;
                    end
                    else
                        cmd <= write_second;
                4:
                    if(cmd_done)
                    begin
                        i <= 5;
                        cmd <= 8'd0;
                    end
                    else
                        cmd <= write_protect;
                5:
                    if(cmd_done)
                    begin
                        i <= 6;
                        cmd <= 8'd0;
                    end
                    else
                        cmd <= read_hour;
                6:
                    if(tx_done)
                    begin
                        tx_en_sig <= 1'b0;
                        i <= 7;
                    end
                    else
                    begin
                        tx_en_sig <= 1'b1;
                        tx_data <= read_data;
                    end
                7:
                    if(cmd_done)
                    begin
                        i <= 8;
                        cmd <= 8'd0;
                    end
                    else
                        cmd <= read_minit;
                8:
                    if(tx_done)
                    begin
                        tx_en_sig <= 1'b0;
                        i <= 9;
                    end
                    else
                    begin
                        tx_en_sig <= 1'b1;
                        tx_data <= read_data;
                    end
                9:
                    if(cmd_done)
                    begin
                        i <= 10;
                        cmd <= 8'd0;
                    end
                    else
                        cmd <= read_second;
                10:
                    if(tx_done)
                    begin
                        tx_en_sig <= 1'b0;
                        i <= 11;
                    end
                    else
                    begin
                        tx_en_sig <= 1'b1;
                        tx_data <= read_data;
                    end
                11:
                    if(count == T1S)
                    begin
                        i <= 5;
                        isCount <= 1'b0;
                    end
                    else
                        isCount <= 1'b1;
                default: i <= 5;
            endcase
        end
    end
endmodule
`timescale 1ns / 1ps
module tx_bps_module
#(parameter BPS = 13'd434)
(
    CLK,
    RST_n,
    Count_Sig,
    BPS_CLK
);
    input CLK;
    input RST_n;
    input Count_Sig;
    output BPS_CLK;
    reg [12:0]Count_BPS;
    always @(posedge CLK or negedge RST_n) begin
        if (!RST_n)
            Count_BPS <= 13'd0;
        else if (Count_BPS == BPS)
            Count_BPS <= 13'd0;
        else if (Count_Sig)
            Count_BPS <= Count_BPS + 1'b1;
        else
            Count_BPS <= 13'd0;
    end
    assign BPS_CLK = (Count_BPS == (BPS>>1)) ? 1'b1: 1'b0;
endmodule
`timescale 1ns / 1ps
module tx_control_module(
    CLK,
    RST_n,
    Tx_En_Sig,
    Tx_Data,
    BPS_CLK,
    Tx_Done_Sig,
    Tx_Pin_Out
    );
    input CLK;
    input RST_n;
    input Tx_En_Sig;
    input [7:0]Tx_Data;
    input BPS_CLK;
    output Tx_Done_Sig;
    output Tx_Pin_Out;
    reg [3:0]i;
    reg rTx;
    reg isDone;
    always @(posedge CLK or negedge RST_n) begin
        if (!RST_n) begin
            i <= 4'd0;
            rTx <= 1'b1;         
            isDone <= 1'b0;
        end
        else if (Tx_En_Sig) begin
            case (i)
                4'd0:
                begin
                    if (BPS_CLK) begin
                        i <= i + 1'b1;
                        rTx <= 1'b0;  
                    end
                end
                4'd1, 4'd2, 4'd3, 4'd4, 4'd5, 4'd6, 4'd7, 4'd8:  
                begin
                    if (BPS_CLK) begin
                        i <= i + 1'b1;
                        rTx <= Tx_Data[i-1];
                    end
                end
                4'd9:  
                begin
                    if (BPS_CLK) begin
                        i <= i + 1'b1;
                        rTx <= 1'b1;
                    end
                end
                4'd10:
                begin
                    i <= i + 1'b1;
                    isDone <= 1'b1;
                end
                4'd11:
                begin
                    i <= 4'd0;
                    isDone <= 1'b0;
                end
            endcase
        end
    end
    assign Tx_Done_Sig = isDone;
    assign Tx_Pin_Out = rTx;
endmodule
`timescale 1ns / 1ps
module tx_module(
    CLK,
    RST_n,
    Tx_En_Sig,
    Tx_Data,
    Tx_Done_Sig,
    Tx_Pin_Out
    );
    parameter BPS_9600   = 13'd5208;
    parameter BPS_115200 = 13'd434;
    input CLK;
    input RST_n;
    input Tx_En_Sig;
    input [7:0]Tx_Data;
    output Tx_Done_Sig;
    output Tx_Pin_Out;
    wire BPS_CLK;
    tx_bps_module #(.BPS(BPS_115200))
    U1(
        .CLK(CLK),
        .RST_n(RST_n),
        .Count_Sig(Tx_En_Sig),
        .BPS_CLK(BPS_CLK)
    );
    tx_control_module
    U2(
        .CLK(CLK),
        .RST_n(RST_n),
        .Tx_En_Sig(Tx_En_Sig),
        .Tx_Data(Tx_Data),
        .BPS_CLK(BPS_CLK),
        .Tx_Done_Sig(Tx_Done_Sig),
        .Tx_Pin_Out(Tx_Pin_Out)
    );
endmodule
```
`flow/constraint.sdc`:
```
current_design exp15_demo

set clk_period 5.9
set clk_io_pct 0.2

create_clock -name clk0 -period $clk_period [get_ports {clk}]

set non_clock_inputs [all_inputs -no_clocks]
set_input_delay [expr $clk_period * $clk_io_pct] -clock clk0 $non_clock_inputs
set_output_delay [expr $clk_period * $clk_io_pct] -clock clk0 [all_outputs]
```
`flow/run.sh`:
```
#!/bin/bash
# OpenROAD 26Q1-2900-gdf79404cd8, Yosys 0.63+post, stock flow scripts
make -C /OpenROAD-flow-scripts/flow DESIGN_CONFIG=/design/flow/config.mk WORK_HOME=/design/flow/orfs finish
```
==> metrics.yaml <==
synthFlopType: "dfrtp_1"
synth-warning-count: 6
edf_count: 0
floorplan.io_pins: 6
ctsResizeCount: 0
netlist_area_um2: 7317
clkSinkCount: 124
synth_seq_share: 0.4246
ys_async_sr_fraction: 1.000
portBuffers: 4
dp_hpwl_mm: 10.16
die_w_um: 137.3
ctsLongestPathBuffers: 2
hold_buffers: 0
gp_congestion: 0.9322
syn_inst: 778
yosys-stat-cells: 778
die_y_um: 137.3
yosys_area_um2: 7317
avgSynthCellArea_um2: 9.405
lastStage: "4_1_cts"
initCoreUtil: 0.4073
rows: 49
error_line: "[error] [KeplerFormal.cpp:679] Workflow failed: Iso has multiple drivers: .rtc_sio0, rtc_sio$_DFFE_PN0P_.Q0"
cts-buffers-inserted: 17
status: "aborted with a tool error"
htree_levels: 4
cts_root_buf: "clkbuf_16"
yosysUniqueCellTypes: 82
numSynthFlops: 124
cts_setup_buffers: 0
cell usage after synthesis (all sizes together), types with 3 or more instances:
cell type,number,share of area
or2,4,0.0034
and2,8,0.0068
nor3,16,0.011
a211oi,6,0.0062
mux2i,8,0.011
and3,9,0.0077
nand4,12,0.010
nand3,41,0.029
dfrtp,121,0.41
xor2,23,0.028
a221o,3,0.0041
o32ai,3,0.0046
nand2b,13,0.011
a22o,6,0.0072
nor4,18,0.020
nor2b,10,0.0085
nand4b,6,0.0080
dfstp,3,0.011
o21ai,53,0.037
or3,11,0.0094
clkbuf,20,0.011
nand2,66,0.034
a31oi,11,0.010
buf,13,0.0085
xnor2,34,0.045
inv,37,0.019
o22ai,5,0.0062
ha,29,0.050
a21oi,30,0.021
o211ai,3,0.0031
a21o,6,0.0062
o21a,4,0.0041
o21bai,3,0.0031
a32o,4,0.0055
mux2,21,0.032
nor2,75,0.039
cells by family after synthesis:
kind of cell               after synthesis  synth area share
muxes                                   31           0.04942
DFF                                    124            0.4246
buffers and inverters                   72           0.04138
AOI/OAI and AO/OA                      161            0.1471
xor gates and xnor gates                57           0.07285
and+or+nand+nor                        304            0.2151
adders and majority gates               29           0.04959
stage by stage:
| step | cells | utilization | area [µm²] | worst slack (ns) |
|---|---|---|---|---|
| detailed placement | 985 | 0.4202 | 7548 | 1.623 |
| global placement | 985 | 0.4202 | 7548 | 1.726 |
| floorplan | 778 | - | 7317 | 2.365 |
