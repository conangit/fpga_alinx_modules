--- /design/flow/run.sh ---
#!/bin/bash
# OpenROAD 26Q1-2900-gdf79404cd8, Yosys 0.63+post, stock flow scripts
make -C /OpenROAD-flow-scripts/flow DESIGN_CONFIG=/design/flow/config.mk WORK_HOME=/design/flow/orfs finish
--- /design/flow/config.mk ---
export PLATFORM = sky130hd
export DESIGN_NAME = top_module
export DESIGN_NICKNAME = top_module
export VERILOG_FILES = /design/flow/design.v
export SDC_FILE = /design/flow/constraint.sdc
export NUM_CORES = 4
export LEC_CHECK = 1
export CORE_UTILIZATION = 50
--- /design/flow/constraint.sdc ---
current_design top_module

set clk_period 5.4
set clk_io_pct 0.2

create_clock -name clk0 -period $clk_period [get_ports {CLK}]

set non_clock_inputs [all_inputs -no_clocks]
set_input_delay [expr $clk_period * $clk_io_pct] -clock clk0 $non_clock_inputs
set_output_delay [expr $clk_period * $clk_io_pct] -clock clk0 [all_outputs]
--- /design/flow/design.v ---
`timescale 1ns / 1ps
module led0_module(
    input CLK,
    input RST_n,
    output LED_Out
    );
    parameter T100MS  = 23'd5_000_000;
    parameter T1_25MS = 23'd1_250_000;
    parameter T2_25MS = 23'd2_500_000;
    parameter T3_25MS = 23'd3_750_000;
    reg [22:0]counter;
    always @(posedge CLK or negedge RST_n) begin
        if (!RST_n) begin
            counter <= 23'd0;
        end
        else if (counter == T100MS) begin
            counter <= 23'd0;
        end
        else begin
            counter <= counter + 1'b1;
        end
    end
    reg rLED_Out;
    always @(posedge CLK or negedge RST_n) begin
        if (!RST_n) begin
            rLED_Out <= 1'b0;
        end
        else if (counter >= 23'd0 && counter <= T1_25MS) begin
            rLED_Out <= 1'b1;
        end
        else begin
            rLED_Out <= 1'b0;
        end
    end
    assign LED_Out = rLED_Out;
endmodule
`timescale 1ns / 1ps
module led1_module(
    input CLK,
    input RST_n,
    output LED_Out
    );
    parameter T100MS  = 23'd5_000_000;
    parameter T1_25MS = 23'd1_250_000;
    parameter T2_25MS = 23'd2_500_000;
    parameter T3_25MS = 23'd3_750_000;
    reg [22:0]counter;
    always @(posedge CLK or negedge RST_n) begin
        if (!RST_n) begin
            counter <= 23'd0;
        end
        else if (counter == T100MS) begin
            counter <= 23'd0;
        end
        else begin
            counter <= counter + 1'b1;
        end
    end
    reg rLED_Out;
    always @(posedge CLK or negedge RST_n) begin
        if (!RST_n) begin
            rLED_Out <= 1'b0;
        end
        else if (counter >= T1_25MS && counter <= T2_25MS) begin
            rLED_Out <= 1'b1;
        end
        else begin
            rLED_Out <= 1'b0;
        end
    end
    assign LED_Out = rLED_Out;
endmodule
`timescale 1ns / 1ps
module led2_module(
    input CLK,
    input RST_n,
    output LED_Out
    );
    parameter T100MS  = 23'd5_000_000;
    parameter T1_25MS = 23'd1_250_000;
    parameter T2_25MS = 23'd2_500_000;
    parameter T3_25MS = 23'd3_750_000;
    reg [22:0]counter;
    always @(posedge CLK or negedge RST_n) begin
        if (!RST_n) begin
            counter <= 23'd0;
        end
        else if (counter == T100MS) begin
            counter <= 23'd0;
        end
        else begin
            counter <= counter + 1'b1;
        end
    end
    reg rLED_Out;
    always @(posedge CLK or negedge RST_n) begin
        if (!RST_n) begin
            rLED_Out <= 1'b0;
        end
        else if (counter >= T2_25MS && counter <= T3_25MS) begin
            rLED_Out <= 1'b1;
        end
        else begin
            rLED_Out <= 1'b0;
        end
    end
    assign LED_Out = rLED_Out;
endmodule
`timescale 1ns / 1ps
module led3_module(
    input CLK,
    input RST_n,
    output LED_Out
    );
    parameter T100MS  = 23'd5_000_000;
    parameter T1_25MS = 23'd1_250_000;
    parameter T2_25MS = 23'd2_500_000;
    parameter T3_25MS = 23'd3_750_000;
    reg [22:0]counter;
    always @(posedge CLK or negedge RST_n) begin
        if (!RST_n) begin
            counter <= 23'd0;
        end
        else if (counter == T100MS) begin
            counter <= 23'd0;
        end
        else begin
            counter <= counter + 1'b1;
        end
    end
    reg rLED_Out;
    always @(posedge CLK or negedge RST_n) begin
        if (!RST_n) begin
            rLED_Out <= 1'b0;
        end
        else if (counter >= T3_25MS && counter <= T100MS) begin
            rLED_Out <= 1'b1;
        end
        else begin
            rLED_Out <= 1'b0;
        end
    end
    assign LED_Out = rLED_Out;
endmodule
`timescale 1ns / 1ps
module top_module(
    input CLK,
    input RST_n,
    output [3:0] LED_Out
    );
    wire LED0_Out;
    wire LED1_Out;
    wire LED2_Out;
    wire LED3_Out;
    led0_module L0(.CLK(CLK), .RST_n(RST_n), .LED_Out(LED0_Out));
    led1_module L1(.CLK(CLK), .RST_n(RST_n), .LED_Out(LED1_Out));
    led2_module L2(.CLK(CLK), .RST_n(RST_n), .LED_Out(LED2_Out));
    led3_module L3(.CLK(CLK), .RST_n(RST_n), .LED_Out(LED3_Out));
    assign LED_Out = {LED0_Out, LED1_Out, LED2_Out, LED3_Out};
endmodule
==> Changelog: implementation <==
### Metrics

* Yosys Chip Area at 5290 um^2
* Hold WC Path Type: reg -> reg
* Clock latency (worst-skew pair) at 0.35 ns
* Via count at 4,025
* Count of tool warnings at 30
* P_leak at 2.28 nW
* Mux cell area share at 1.13%
* Max Used Layer: met4
* Main logic family: simple AND/OR/NAND/NOR gates
* Final worst-path cycle share at 41.2%
* WL met3 at 561 um
* Basic Gates by Area at 29.5%
* FFs w/ async S/R, synth at 100%
* Chip width at 105 um
* Post-Synthesis Cells at 553
* Crit path launch type: flop
* Wl on met1 at 5070 um
* EDFF count, synth at 0
* Synth Flop Type: dfrtp_1
* Setup_tns at 0 ns
* Worst reg2reg path endpoint: L1.counter[19]
* Clk sink count at 96
* Synthesized area per cell at 9.57 um^2
* # DRC at 0
* Fin. max-slew vios at 0
* Req. time, crit path at 4.32 ns
* Maxcap violations at 0
* Core Util, Final at 54.3%
* RSZ-0062 raised after global routing: false
* FP Rows at 37
* Worst Setup SP: L3.rLED_Out
* Final ANT Viol Nets at 0
* Endpoints failing hold at 0
* Crit Path Class: reg -> out
* Routed wire length at 10,200 um
* Avg Vias per Cell at 5.86
* Critical path endpoint category: output pin
* H-tree Lvls at 3
* # placed instances at 671
* FF-to-FF path depth at 4
* Critical Path Max Stage Delay at 0.45 ns
* Gr usage total at 20.7%
* Chip area at 11,000 um^2
* Yosys top cell by instances: dfrtp_1
* CTS max path bufs at 2
* Max-slew headroom at 34.7%
* Status: finished, final reports clean
* Reg2reg setup slack at 3.31 ns
* PwrDens at 209 nW/um^2
* FA/HA/MAJ Cells, Area Fraction at 1.89%
* Skew final at 0.00886 ns
* Hold path endpoint: L1.counter[0]
* Routability cong. at 0.883
* Diodes inserted at 0
* Seq pwr share at 61.5%
* Internal power at 0.000904 W
* Crit Path Max Fanout at 1
* Reg2reg start: L1.counter[6]
* Top cell area share at 45.4%
* Mapped Area at 5290 um^2
* Xor+xnor area frac at 11.1%
* Seq share, synth at 45.4%
* Clock network fraction of design power at 37.3%
* Layout cell share with drive strength beyond 1 at 5.08%
* Tally of filler cells in the layout at 935
* Worst hold path depth at 1
* Largest net degree at the start of global routing at 59
* Fmax at 449 MHz
* Final setup vio count at 0
* Met2 wire length at 4460 um
* CTS tree: built
* First-pass GRT wire length at 18,300 um
* Design Power at 0.00117 W
* Post-CTS Resized at 0
* Cell type with the largest total area: dfrtp_1
* Combinational power share at 1.2%
* Residual overflow from global routing at 0
* Crit path max-delay cell type: clkdlybuf4s50_1
* Clk root buf: clkbuf_8
* Flops after synth at 96
* Wire per inst at 14.8 um
* Worst path cell trace: clkdlybuf4s50_1
* Switch Pwr at 0.000264 W
* Clock Pin Slew Worst Setup and Hold Paths at 0.09 ns
* Syn-to-layout area delta at 5.41%
* Vias in the first global route at 3,707
* HP Start: L1.counter[0]
* I/O Pins at 6
* Multi-input logic area at 2720 um^2
* Drt pass-1 iters at 5
* Port Buffers at 5
* Final Non-Filler Cells at 687
* TritonCTS buffer count at 9
* Initial antenna violation count at 0
* CORE AREA at 10,300 um^2
* Yosys aoi share at 7.85%
* Sw Share at 22.6%
* Final Critical Period at 2.23 ns
* Hold Buf Count CTS at 0
* Yosys cell count at 553
* Post-CTS Setup Inserts at 0
* Initial core utilization at 51.5%
* Cell area leaders: dfrtp_1 (45%), xnor2_1 (8.3%), nand3_1 (4.3%)
* Flop area at 2400 um^2
* Worst path arrival time at 1.15 ns
* 1st-iter DRT viols at 211
* Synth cell types at 62
* Synth warn at 4
* Worst-Margin Slew at 0.970 ns
* Largest delay share family, worst path: buffers and inverters
* Worst Path Buf+Inv at 1
* DIE HEIGHT at 105 um
* DP Wirelength at 6820 um
* Top cells by count, synth: dfrtp_1 (96), xnor2_1 (50), nand3_1 (45), nor2_1 (45), nand2_1 (37)
* Worst-case vdd ir drop at 177 uV
## per-stage QoR
stage / cell area, um^2 / setup WS (ns) / hold WS (ns)
global placement: 5410 / 3.16 / 0.479
global route: 5580 / 3.11 / 0.528
detailed placement: 5410 / 3.12 / 0.482
CTS: 5580 / 3.14 / 0.494
floorplan: 5290 / 3.65 / 0.455
finish: 5580 / 3.17 / 0.490
## sequential cells by signal (all words and copies together) (netlist names)
signal       cells
L0.counter      23
L0.rLED_Out      1
L1.counter      23
L1.rLED_Out      1
L2.counter      23
L2.rLED_Out      1
L3.counter      23
L3.rLED_Out      1
## per-layer routing
layer | up-vias | global-route usage, %
met5 | - | 0
met2 | 114 | 30.1
li1 | 1995 | -
met4 | 0 | 1.81
met3 | 10 | 3.18
met1 | 1906 | 35.5
## cell families after synthesis
kind of cell,count (synthesis)
AND/OR/NAND/NOR,274
flip-flops,96
XOR/XNOR,67
AND-OR/OR-AND,63
buffers and inverters,39
adder cells (fa/ha/maj),8
multiplexers,6
## power by group through the flow
stage	combinational, W	clock [W]	sequential [W]
final	0.0000144	0.000435	0.000718
after global routing	0.0000179	0.000485	0.000718
after CTS	0.0000159	0.000455	0.000718
## placed cells by master, fill, tap and decap left out, drive strengths merged, types with 9 or more instances in the layout
cell type,count
dfrtp,96
xnor2,50
nor2,46
nand3,45
nand2,38
nand4,27
nor3,23
o21ai,19
xor2,17
inv,17
and3,13
nor4,13
clkbuf,13
a21oi,12
or3,11
and2,10
or4,10
nor4b,9
## how the worst max path moves through the flow
stage / to / slack (ns) / depth (start not counted)
CTS: LED_Out[2] / 3.14 / 1
global route: LED_Out[2] / 3.11 / 1
finish: LED_Out[0] / 3.17 / 1
## cell type report
cell class / count / area share (%)
repair buffers: 6 / 0.987
flip-flops and latches: 96 / 43.1
inverters: 15 / 1.01
clock buffers: 13 / 2.67
clock inverters: 3 / 0.449
multi-input cells: 418 / 48.8
well taps: 136 / 3.05
No activity file was given, so power comes from the tool's default toggle rates.
