**flow/run.sh**
```bash
#!/bin/bash
# OpenROAD 26Q1-2900-gdf79404cd8, Yosys 0.63+post, stock flow scripts
make -C /OpenROAD-flow-scripts/flow DESIGN_CONFIG=/design/flow/config.mk WORK_HOME=/design/flow/orfs finish
```
**flow/config.mk**
```make
export PLATFORM = sky130hd
export DESIGN_NAME = led_gui_system
export DESIGN_NICKNAME = led_gui_system
export VERILOG_FILES = /design/flow/design.v
export SDC_FILE = /design/flow/constraint.sdc
export NUM_CORES = 4
export LEC_CHECK = 1
export CORE_UTILIZATION = 50
```
**flow/constraint.sdc**
```tcl
current_design led_gui_system

set clk_period 4.3
set clk_io_pct 0.2

create_clock -name clk0 -period $clk_period [get_ports {clk}]

set non_clock_inputs [all_inputs -no_clocks]
set_input_delay [expr $clk_period * $clk_io_pct] -clock clk0 $non_clock_inputs
set_output_delay [expr $clk_period * $clk_io_pct] -clock clk0 [all_outputs]
```
**flow/design.v**
```verilog
`timescale 1ns / 1ps
module key_debounce
(
    clk,
    rst_n,
    key_in,
    key_out
);
    input clk;
    input rst_n;
    input key_in;
    output key_out;
    wire H2L_Sig;
    wire L2H_Sig;
    key_detect D1
    (
        .clk(clk),
        .rst_n(rst_n),
        .key_in(key_in),
        .H2L_Sig(H2L_Sig),
        .L2H_Sig(L2H_Sig)
    );
    key_delay D2
    (
        .clk(clk),
        .rst_n(rst_n),
        .H2L_Sig(H2L_Sig),
        .L2H_Sig(L2H_Sig),
        .key_out(key_out)
    );
endmodule
`timescale 1ns / 1ps
module key_delay
(
    clk,
    rst_n,
    H2L_Sig,
    L2H_Sig,
    key_out
);
    input clk;
    input rst_n;
    input H2L_Sig;
    input L2H_Sig;
    output key_out;
    parameter T1MS = 16'd49_999;
    reg [15:0]count;
    always @(posedge clk or negedge rst_n) begin
        if (!rst_n)
            count <= 16'd0;
        else if (count == T1MS)
            count <= 16'd0;
        else if (isCount)
            count <= count + 1'b1;
        else
            count <= 16'd0;
    end
    reg [6:0]count_ms;
    always @(posedge clk or negedge rst_n) begin
        if (!rst_n)
            count_ms <= 7'd0;
        else if (count_ms == rTime)
            count_ms <= 7'd0;
        else if(count == T1MS)
            count_ms <= count_ms + 1'b1;
    end
    reg isCount;
    reg [7:0]rTime;
    reg rKey;
    reg [1:0]i;
    always @(posedge clk or negedge rst_n) begin
        if (!rst_n) begin
            i <= 2'd0;
            isCount <= 1'b0;
            rTime <= 7'd127;
            rKey <= 1'b0;
        end
        else begin
            case(i)
                0:
                    if (H2L_Sig)
                        i <= 2'd1;       
                    else if (L2H_Sig)
                        i <= 2'd3;       
                1:
                    if (count_ms == rTime) begin
                        isCount <= 1'b0;
                        rKey <= 1'b1;    
                        i <= 2'd2;
                    end
                    else begin
                        isCount <= 1'b1;
                        rTime <= 7'd20;  
                    end
                2:
                    begin
                        rKey <= 1'b0;    
                        i <= 2'd0;
                    end
                3:
                    if (count_ms == rTime) begin
                        isCount <= 1'b0;  
                        i <= 2'd0;
                    end
                    else begin
                        isCount <= 1'b1;
                        rTime <= 7'd20;  
                    end
            endcase
        end
    end
    assign key_out = rKey;
endmodule
`timescale 1ns / 1ps
module key_detect
(
    clk,
    rst_n,
    key_in,
    H2L_Sig,
    L2H_Sig
);
    input clk;
    input rst_n;
    input key_in;
    output H2L_Sig;
    output L2H_Sig;
    parameter T100US = 13'd4_999;
    reg [12:0]count;
    reg isEn;
    always @(posedge clk or negedge rst_n) begin
        if (!rst_n) begin
            count <= 13'd0;
            isEn <= 1'b0;
        end
        else if (count == T100US)
            isEn <= 1'b1;
        else
            count <= count + 1'b1;
    end
    reg H2L_F1;
    reg H2L_F2;
    reg L2H_F1;
    reg L2H_F2;
    always @(posedge clk or negedge rst_n) begin
        if (!rst_n) begin
            H2L_F1 <= 1'b1;
            H2L_F2 <= 1'b1;
            L2H_F1 <= 1'b0;
            L2H_F2 <= 1'b0;
        end
        else begin
            H2L_F1 <= key_in;
            H2L_F2 <= H2L_F1;
            L2H_F1 <= key_in;
            L2H_F2 <= L2H_F1;
        end
    end
    assign H2L_Sig = isEn ? (!H2L_F1 & H2L_F2) : 1'b0;
    assign L2H_Sig = isEn ? (L2H_F1 & !L2H_F2) : 1'b0;
endmodule
`timescale 1ns / 1ps
module keys_interface
(
    input clk,
    input rst_n,
    input [3:0] key_in,
    output [3:0] key_out
);
    key_debounce K1
    (
        .clk(clk),
        .rst_n(rst_n),
        .key_in(key_in[0]),
        .key_out(key_out[0])
    );
    key_debounce K2
    (
        .clk(clk),
        .rst_n(rst_n),
        .key_in(key_in[1]),
        .key_out(key_out[1])
    );
    key_debounce K3
    (
        .clk(clk),
        .rst_n(rst_n),
        .key_in(key_in[2]),
        .key_out(key_out[2])
    );
    key_debounce K4
    (
        .clk(clk),
        .rst_n(rst_n),
        .key_in(key_in[3]),
        .key_out(key_out[3])
    );
endmodule
module led_gui_control
(
    input clk,
    input rst_n,
    input [11:0] menu_sig,
    output [3:0] led_out
);
    parameter T1MS = 16'd50_000;
    reg [15:0] count;
    reg isCount;
    always @(posedge clk or negedge rst_n)
    begin
        if(~rst_n)
            count <= 16'd0;
        else if(count == T1MS)
            count <= 16'd0;
        else if(isCount)
            count <= count + 1'b1;
        else
            count <= 16'd0;
    end
    reg [9:0] count_MS;
    reg [9:0] rTime;
    always @(posedge clk or negedge rst_n)
    begin
        if(!rst_n)
            count_MS <= 10'd0;
        else if(count_MS == rTime)
            count_MS <= 10'd0;
        else if(count == T1MS)
            count_MS <= count_MS + 1'b1;
    end
    reg [11:0] f1_sig;
    reg [11:0] f2_sig;
    always @(posedge clk or negedge rst_n)
    begin
        if(~rst_n)
        begin
            f1_sig <= 12'd0;
            f2_sig <= 12'd0;
        end
        else
        begin
            f1_sig <= menu_sig;
            f2_sig <= f1_sig;
        end
    end
    reg [2:0] mode;
    always @(posedge clk or negedge rst_n)
    begin
        if(~rst_n)
        begin
            mode <= 3'b100;
            rTime <= 10'h3ff;
        end
        else if(f1_sig != f2_sig)
        begin
            case(menu_sig)
            12'b100_000_000_000 : begin mode <= 3'b100; rTime <= 1000; end
            12'b010_000_000_000 : begin mode <= 3'b010; rTime <= 1000; end
            12'b001_000_000_000 : begin mode <= 3'b001; rTime <= 1000; end
            12'b100_100_000_000 : begin mode <= 3'b100; rTime <= 500; end
            12'b100_010_000_000 : begin mode <= 3'b100; rTime <= 250; end
            12'b100_001_000_000 : begin mode <= 3'b100; rTime <= 50; end
            12'b010_000_100_000 : begin mode <= 3'b010; rTime <= 500; end
            12'b010_000_010_000 : begin mode <= 3'b010; rTime <= 250; end
            12'b010_000_001_000 : begin mode <= 3'b010; rTime <= 50; end
            12'b001_000_000_100 : begin mode <= 3'b001; rTime <= 500; end
            12'b001_000_000_010 : begin mode <= 3'b001; rTime <= 250; end
            12'b001_000_000_001 : begin mode <= 3'b001; rTime <= 50; end
            endcase
        end
    end
    reg [3:0] rLED;
    always @(posedge clk or negedge rst_n)
    begin
        if(~rst_n)
            rLED <= 4'b1000;
        else
        begin
            case(mode)
                3'b100:
                if(isCount && count_MS == rTime)
                begin
                    isCount <= 1'b0;
                    rLED <= {rLED[0], rLED[3:1]};  
                end
                else
                    isCount <= 1'b1;
                3'b010:
                if(isCount && count_MS == rTime)
                begin
                    isCount <= 1'b0;
                    rLED <= {rLED[2:0], rLED[3]};  
                end
                else
                    isCount <= 1'b1;
                3'b001:
                if(isCount && count_MS == rTime)
                begin
                    isCount <= 1'b0;
                    rLED <= ~rLED;  
                end
                else
                    isCount <= 1'b1;
            endcase
        end
    end
    assign led_out = rLED;
endmodule
module led_gui_interface
(
    input clk,
    input rst_n,
    input [3:0] config_sig,
    output [3:0] led_out
);
    wire [11:0] menu_sig;
    led_gui_menu u1
    (
        .clk(clk),
        .rst_n(rst_n),
        .config_sig(config_sig),
        .menu_sig(menu_sig)
    );
    led_gui_control u2
    (
        .clk(clk),
        .rst_n(rst_n),
        .menu_sig(menu_sig),
        .led_out(led_out)
    );
endmodule
module led_gui_menu
(
    input clk,
    input rst_n,
    input [3:0] config_sig,   
    output [11:0] menu_sig    
);
    reg [3:0] i;
    reg [2:0] menu;      
    reg [2:0] menuA;
    reg [2:0] menuB;
    reg [2:0] menuC;
    always @(posedge clk or negedge rst_n)
    begin
        if(~rst_n)
        begin
            i <= 4'd0;
            menu <= 3'b100;
            menuA <= 3'b000;
            menuB <= 3'b000;
            menuC <= 3'b000;
        end
        else
        begin
            case(i)
                0:
                if(config_sig[2])  
                begin
                    i <= 1;
                    menu <= 3'b010;
                end
                else if(config_sig[0])  
                begin
                    i <= 3;
                    menuA <= 3'b100;
                end
                1:
                if(config_sig[3])  
                begin
                    i <= 0;
                    menu <= 3'b100;
                end
                else if(config_sig[2])  
                begin
                    i <= 2;
                    menu <= 3'b001;
                end
                else if(config_sig[0])  
                begin
                    i <= 6;
                    menuB <= 3'b100;
                end
                2:
                if(config_sig[3])  
                begin
                    i <= 1;
                    menu <= 3'b010;
                end
                else if(config_sig[0])  
                begin
                    i <= 9;
                    menuC <= 3'b100;
                end
                3:
                if(config_sig[1])    
                begin
                    i <= 0;
                    menuA <= 3'b000;
                end
                else if(config_sig[2])   
                begin
                    menuA <= 3'b010;
                    i <= 4;
                end
                4:
                if(config_sig[1])    
                begin
                    i <= 0;
                    menuA <= 3'b000;
                end
                else if(config_sig[3])  
                begin
                    menuA <= 3'b100;
                    i <= 3;
                end
                else if(config_sig[2])  
                begin
                    menuA <= 3'b001;
                    i <= 5;
                end
                5:
                if(config_sig[1])    
                begin
                    i <= 0;
                    menuA <= 3'b000;
                end
                else if(config_sig[3])  
                begin
                    i <= 4;
                    menuA <= 3'b010;
                end
                6:
                if(config_sig[1])    
                begin
                    i <= 1;
                    menuB <= 3'b000;
                end
                else if(config_sig[2])   
                begin
                    menuB <= 3'b010;
                    i <= 7;
                end
                7:
                if(config_sig[1])    
                begin
                    i <= 1;
                    menuB <= 3'b000;
                end
                else if(config_sig[3])  
                begin
                    menuB <= 3'b100;
                    i <= 6;
                end
                else if(config_sig[2])  
                begin
                    menuB <= 3'b001;
                    i <= 8;
                end
                8:
                if(config_sig[1])    
                begin
                    i <= 1;
                    menuB <= 3'b000;
                end
                else if(config_sig[3])  
                begin
                    i <= 7;
                    menuB <= 3'b010;
                end
                9:
                if(config_sig[1])    
                begin
                    i <= 2;
                    menuC <= 3'b000;
                end
                else if(config_sig[2])   
                begin
                    menuC <= 3'b010;
                    i <= 10;
                end
                10:
                if(config_sig[1])    
                begin
                    i <= 2;
                    menuC <= 3'b000;
                end
                else if(config_sig[3])  
                begin
                    menuC <= 3'b100;
                    i <= 9;
                end
                else if(config_sig[2])  
                begin
                    menuC <= 3'b001;
                    i <= 11;
                end
                11:
                if(config_sig[1])    
                begin
                    i <= 2;
                    menuC <= 3'b000;
                end
                else if(config_sig[3])  
                begin
                    i <= 10;
                    menuC <= 3'b010;
                end
            endcase
        end
    end
    assign menu_sig = {menu, menuA, menuB, menuC};
endmodule
module led_gui_system
(
    input clk,
    input rst_n,
    input [3:0] key_in,
    output [3:0] led_out
);
    wire [3:0] config_sig;
    keys_interface u1
    (
        .clk(clk),
        .rst_n(rst_n),
        .key_in(key_in),
        .key_out(config_sig)
    );
    led_gui_interface u2
    (
        .clk(clk),
        .rst_n(rst_n),
        .config_sig(config_sig),
        .led_out(led_out)
    );
endmodule
```
==> results.txt <==
Implementation results are summarized by area below.

Floorplan
In this run the horizontal extent of the chip is 163 um. The overall die height is 163 um. According to the I/O placement log, the pin count is 10. The number of core rows is 58.

After floorplanning, the core was sized to cover 25300 sq um. The area of the die is 26500 sq um. In the floorplan report the effective utilization is 51.1%.

Setup path
Traced cell by cell, the critical path runs through clkdlybuf4s50_1. The slowest stage of the critical path belongs to the cell sky130_fd_sc_hd__dfstp_2. The count of buffering cells on the critical path with inverters included is 1.

The family with the most delay on the worst path is flip-flops. The worst setup path category is register to primary output. Looking at the critical path, the highest net fanout was 5. Per STA, the highest per-stage delay on the worst path measures 0.56 ns.

The timing report gives the worst reg2reg path a setup slack of 2.05 ns. The capturing element type of the critical path is a primary output. The required time at the worst endpoint is listed as 3.44 ns. The element type at the critical path start is a register.

The cell depth of the worst setup path is 1. The path depth of the worst reg2reg path is 5. The data arrival time of the critical path is 1.57 ns.

Pwr
The leakage power of the design is 0.00621 uW. The net switching power in the latest report is 1080 uW. The switching power share of the total is 20.1%. The total power divided by cell area is 374 nW/um^2. The power report attributes to the clock group a share of 49.3%. The design internal power is 4300 uW. The maximum resistive drop on vdd is 0.321 mV. The flow reports that combinational logic draws 1.2% of the design power. The overall power consumption is 5390 uW. The portion of total power attributed to sequential cells is 49.6%.

Cells and area
The area overhead of the layout relative to synthesis is 11.5%. The final layout report lists a filler cell count of 2093. The count of non-filler cells in the finished layout is 1590. Of the cells placed in the final design, the portion with a size suffix greater than 1 is 8.65%.

Detailed routing
The number of antenna diodes is 0. The via density per instance is 5.34. The count of nets left with antenna violations after detail routing is 0. The post-detailed-routing wire length is 21.7 mm. In the log, the iteration count for the first detailed-route pass is 4. The remaining routing DRC violations is 0.

For this block, the initial DRC count from the detailed router was 402. Per the detail_route report, the via count comes to 8496. Dividing the detail-routed wire length by the instance count gives 13.7 um.

Synth
Per the Yosys statistics, synthesis produced 1215 cells. The synthesis run shows multiplexers occupying 2.22% of the cell area. The share of synthesized area occupied by flip-flops and latches is 55.0%. Of the total synthesized cell area, the portion taken by AND-OR and OR-AND cells is 6.43%. Yosys mapped a number of flops with a built-in enable equal to 1. The share of flip-flops with an asynchronous set or reset after synthesis is 99.6%. The dominant cell type by area after synthesis is sky130_fd_sc_hd__dfrtp_1. Among the non-sequential cells, simple AND/OR/NAND/NOR gates take the most area. For reference, the top cells by area after synthesis are sky130_fd_sc_hd__dfrtp_1 49%, sky130_fd_sc_hd__xnor2_1 6.2%, sky130_fd_sc_hd__dfstp_2 5.7%.

The synthesized cell area is 12900 sq um. The total of warnings raised by yosys is 4. For reference, XOR and XNOR gates occupy 10.8% of the area reported after synthesis. Synthesis handed over a netlist of 1215 instances.

The most common cell in the netlist is sky130_fd_sc_hd__dfrtp_1. The number of library cell types mapped by synthesis is 68. Post-synth the commonest register cell is sky130_fd_sc_hd__dfrtp_1. After Yosys synthesis, full adders, half adders and majority gates account for 1.69% of the synthesized area. After synthesis, the chip area reported by Yosys is 12900 sq um. Counting flops and latches in the post-synthesis netlist gives 282. The average instance in the mapped netlist occupies 10.6 sq um. The fraction of synthesized cell area taken by the top area cell type is 49.0%. Summing the areas of all and, or, nand and nor instances in the mapped netlist gives 22.0% of the synthesized area. By count the netlist is led by 253 x sky130_fd_sc_hd__dfrtp_1, 153 x sky130_fd_sc_hd__nor2_1, 92 x sky130_fd_sc_hd__nand2_1.

Run
Summing over the stages, the warning tally comes to 28. The reported max-cap violation count is 0.

CTS
In this run the post-CTS setup repair buffer count came out at 0. As reported, the later end of the worst-skew pair has a clock insertion delay of 0.55 ns. The clock-pin transition on the worst setup and hold timing paths is 0.06 ns. The clock tree from TritonCTS is built. The report puts the hold buffer count at CTS at 0. The largest buffer count on any clock path is 3.

The cell at the root of the clock tree is sky130_fd_sc_hd__clkbuf_16. The sink count of the clock tree is 282. The total CTS buffers is 30. The number of H-tree levels is 1. After clock tree synthesis, the repair step resized 0 gates.

STA
The minimum clock period is 2.43 ns. The final worst-path cycle share is 56.5%. Summed over all failing endpoints, the final setup total negative slack is 0 ns. The slew check shows that the tightest pin keeps a relative margin of 56.7%. The final hold violation count recorded for this run is 0. The slew of the pin with the lowest slew margin is 0.649 ns.

The final clock skew is 0.0179 ns. The total count of max-transition violations in the final report is 0. Setup violations remaining at the end of the flow were counted as 0. The highest attainable clock frequency is 411 MHz. Setup repair after global routing left no endpoint under its margin.

Global route
Entering global routing, the biggest net connects 106 pins. Summed over all layers, the global routing overflow is 0. The via count of the first global-routing pass is 8075.

Global routing used 18.2% of the available tracks across all layers. The initial antenna violation count was 0. The first global-routing pass estimated 38.5 mm of wire.

Placement
The congestion estimate from routability-driven global placement came to 0.872. The number of port buffers is 9. The detailed placer reported the number of placed instances as 1534. Detailed placement ended at an HPWL of 13.9 mm.

Min path
Note that the worst hold path type here is input pin to asynchronous set/reset pin.

Run status
The run finished with clean final reports.
## worst register-to-register path, cell delays in order, from the launching register on
cell	delay, ns
sky130_fd_sc_hd__dfrtp_1	0.43
sky130_fd_sc_hd__or4_1	0.52
sky130_fd_sc_hd__nor4_1	0.31
sky130_fd_sc_hd__buf_4	0.23
sky130_fd_sc_hd__nand2b_1	0.50
sky130_fd_sc_hd__nor2_1	0.12
## power by group through the flow
| stage | clock network [uW] | registers [uW] | logic, uW |
|---|---|---|---|
| after CTS | 2740 | 2670 | 69.5 |
| after global routing | 2840 | 2670 | 77.2 |
| final | 2650 | 2670 | 63.9 |
## final cells by class
class	count	area, sq um	area share (%)
clock inverters	15	184	1.28
inverters	33	124	0.860
flip-flops and latches	282	7100	49.3
repair buffers	15	165	1.15
multi-input cells	874	5560	38.6
well taps	330	413	2.87
clock buffers	41	853	5.93
## cell usage in the layout (no fill, tap or decap), types with 4 or more instances in the layout
master,Yosys,routed
sky130_fd_sc_hd__nor4_1,17,17
sky130_fd_sc_hd__and3_1,25,25
sky130_fd_sc_hd__xnor2_1,91,91
sky130_fd_sc_hd__dfrtp_1,253,253
sky130_fd_sc_hd__mux2_2,10,10
sky130_fd_sc_hd__nand2_1,92,92
sky130_fd_sc_hd__mux2i_1,14,14
sky130_fd_sc_hd__clkinv_2,0,8
sky130_fd_sc_hd__a22oi_1,8,8
sky130_fd_sc_hd__o21a_1,6,6
sky130_fd_sc_hd__nor4b_1,4,4
sky130_fd_sc_hd__clkbuf_8,0,4
sky130_fd_sc_hd__ha_1,15,15
sky130_fd_sc_hd__clkbuf_1,17,6
sky130_fd_sc_hd__nand3_1,64,64
sky130_fd_sc_hd__bufinv_16,0,4
sky130_fd_sc_hd__nor3_1,37,37
sky130_fd_sc_hd__clkdlybuf4s50_1,0,8
sky130_fd_sc_hd__o21ai_0,39,39
sky130_fd_sc_hd__or3_1,10,10
sky130_fd_sc_hd__xor2_1,68,68
sky130_fd_sc_hd__nand4_1,50,50
sky130_fd_sc_hd__nor2b_1,19,19
sky130_fd_sc_hd__nor2_1,153,153
sky130_fd_sc_hd__inv_1,33,33
sky130_fd_sc_hd__o22ai_1,6,6
sky130_fd_sc_hd__clkbuf_16,0,31
sky130_fd_sc_hd__dfstp_2,28,28
sky130_fd_sc_hd__a21oi_1,24,24
sky130_fd_sc_hd__a22o_1,5,5
sky130_fd_sc_hd__nand2b_1,14,14
sky130_fd_sc_hd__a221o_1,8,8
sky130_fd_sc_hd__and2_1,15,15
sky130_fd_sc_hd__a21o_1,5,5
sky130_fd_sc_hd__or4_1,6,6
sky130_fd_sc_hd__buf_4,2,4
sky130_fd_sc_hd__and4_1,16,16
## final timing paths
kind,startpoint,to
max,u2.u2.rLED[3],led_out[3]
min,rst_n,u1.K2.D2.count[11]
max reg2reg,u2.u2.count[5],u2.u2.count[9]
min reg2reg,u1.K2.D1.L2H_F1,u1.K2.D1.L2H_F2
max in group asynchronous,rst_n,u1.K1.D1.count[10]
min in group clk0,u1.K2.D1.L2H_F1,u1.K2.D1.L2H_F2
## per-stage QoR
step / utilization, % / setup WS [ns] / area (sq um) / hold WS (ns)
floorplan: - / 2.31 / 12900 / 0.347
global placement: 52.9 / 2.06 / 13400 / 0.354
detailed placement: 52.9 / 2.03 / 13400 / 0.359
CTS: 57.0 / 1.83 / 14400 / 0.307
global route: 57.0 / 1.79 / 14400 / 0.334
finish: 57.0 / 1.87 / 14400 / 0.268
## layer usage
metal,wire length (um),track usage [%],vias to the layer above
met5,0,0,-
met1,11500,32.4,4084
met3,658,2.75,28
met2,9120,25.5,85
li1,-,-,4299
met4,424,3.10,0
## sequential cells by signal, summed over array words and instances (netlist names), 13 cells and up
| signal | count |
|---|---|
| u1.K1.D2.count | 16 |
| u1.K3.D2.count | 16 |
| u1.K3.D1.count | 13 |
| u1.K4.D1.count | 13 |
| u1.K2.D1.count | 13 |
| u1.K4.D2.count | 16 |
| u1.K1.D1.count | 13 |
| u2.u2.count | 16 |
| u1.K2.D2.count | 16 |
## kinds of logic (layout without fill, tap and decap cells)
logic type	after synthesis	count (layout)
AND-OR/OR-AND	124	124
XOR/XNOR	159	159
adder cells (fa/ha/maj)	18	18
buffers and inverters	59	104
flip-flops	282	282
multiplexers	27	27
AND/OR/NAND/NOR	546	546
Power and IR drop assume default switching activity.
