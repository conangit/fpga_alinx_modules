==> flow/design.v <==
module ds1302_function
(
    input clk,
    input rst_n,
    input [1:0] func_start,
    output reg func_done,
    input [7:0] register_addr,
    input [7:0] write_data,
    output reg [7:0] read_data,
    output reg rtc_sclk,
    output reg rtc_rst,
    inout rtc_sio
);
    parameter T0P5US = 5'd24;
    reg [4:0] count;
    always @(posedge clk or negedge rst_n)
    begin
        if(!rst_n)
            count <= 5'd0;
        else if(count == T0P5US)
            count <= 5'd0;
        else if(func_start[1] == 1'b1 | func_start[0] == 1'b1)
            count <= count + 1'b1;
        else
            count <= 5'd0;
    end
    reg [5:0] i;
    reg [5:0] go;
    reg isOut;
    reg rSIO;
    reg [7:0] rData;
    always @(posedge clk or negedge rst_n)
    begin
        if(!rst_n)
        begin
            i <= 6'd0;
            go <= 6'd0;
            isOut <= 1'b1;
            rSIO <= 1'b0;
            rData <= 8'd0;
            func_done <= 1'b0;
            read_data <= 8'd0;
            rtc_sclk <= 1'b0;
            rtc_rst <= 1'b0;
        end
        else if(func_start[1])  
        begin
            case(i)
                0:  
                    begin
                        i <= 2;
                        go <= i + 1;
                        isOut <= 1'b1;
                        rData <= register_addr;
                        rtc_sclk <= 1'b0;
                        rtc_rst <= 1'b1;
                    end
                1:  
                    begin
                        i <= 2;
                        go <= 19;
                        isOut <= 1'b1;
                        rData <= write_data;
                        rtc_sclk <= 1'b0;
                        rtc_rst <= 1'b1;
                    end
                2,4,6,8,10,12,14,16:
                    if(count == T0P5US)
                        i <= i + 1;
                    else
                    begin
                        rtc_sclk <= 1'b0;
                        rSIO <= rData[(i-2)>>1];  
                    end
                3,5,7,9,11,13,15,17:
                    if(count == T0P5US)
                        i <= i + 1'b1;
                    else
                        rtc_sclk <= 1'b1;
                18:
                    begin
                        i <= go;
                    end
                19:
                    begin
                        rtc_rst <= 1'b0;
                        i <= 20;
                    end
                20:
                    begin
                        func_done <= 1'b1;
                        i <= 21;
                    end
                21:
                    begin
                        func_done <= 1'b0;
                        i <= 0;
                    end
                default: i <= 0;
            endcase
        end
        else if(func_start[0])  
        begin
            case(i)
                0:
                    begin
                        i <= 1;
                        isOut <= 1'b1;
                        rData <= register_addr;
                        rtc_sclk <= 1'b0;
                        rtc_rst <= 1'b1;
                    end
                1,3,5,7,9,11,13,15:
                    if(count == T0P5US)
                        i <= i + 1;
                    else
                    begin
                        rtc_sclk <= 1'b0;
                        rSIO <= rData[(i-1)>>1];  
                    end
                2,4,6,8,10,12,14,16:
                    if(count == T0P5US)
                        i <= i + 1;
                    else
                        rtc_sclk <= 1'b1;
                17:
                    begin
                        i <= 18;
                        isOut <= 1'b0;
                    end
                18,20,22,24,26,28,30,32:
                    if(count == T0P5US)
                        i <= i + 1;
                    else
                    begin
                        rtc_sclk <= 1'b0;  
                        read_data[(i-18)>>1] <= rtc_sio;  
                    end
                19,21,23,25,27,29,31,33:
                    if(count == T0P5US)
                        i <= i + 1;
                    else
                        rtc_sclk <= 1'b1;
                34:
                    begin
                        rtc_rst <= 1'b0;
                        i <= 35;
                    end
                35:
                    begin
                        func_done <= 1'b1;
                        i <= 36;
                    end
                36:
                    begin
                        func_done <= 1'b0;
                        i <= 0;
                    end
                default: i <= 0;
            endcase
        end
    end
    assign rtc_sio = isOut ? rSIO : 1'bz;
endmodule
==> flow/run.sh <==
#!/bin/bash
# OpenROAD 26Q1-2900-gdf79404cd8, Yosys 0.63+post, stock flow scripts
make -C /OpenROAD-flow-scripts/flow DESIGN_CONFIG=/design/flow/config.mk WORK_HOME=/design/flow/orfs finish
==> flow/config.mk <==
export PLATFORM = sky130hd
export DESIGN_NAME = ds1302_function
export DESIGN_NICKNAME = ds1302_function
export VERILOG_FILES = /design/flow/design.v
export SDC_FILE = /design/flow/constraint.sdc
export NUM_CORES = 4
export LEC_CHECK = 1
export CORE_UTILIZATION = 40
==> flow/constraint.sdc <==
current_design ds1302_function

set clk_period 3.1
set clk_io_pct 0.2

create_clock -name clk0 -period $clk_period [get_ports {clk}]

set non_clock_inputs [all_inputs -no_clocks]
set_input_delay [expr $clk_period * $clk_io_pct] -clock clk0 $non_clock_inputs
set_output_delay [expr $clk_period * $clk_io_pct] -clock clk0 [all_outputs]
==> Slide: Implementation Results <==
Run Summary

Synth
  – Synth Cell Area: 3090 sq um
  – Synth cell types: roughly 76
  – Syn Area/Cell: 8.87 sq um
  – Main flop type: dfrtp_1
  – Number of cells in Yosys stat: 349
  – Yosys warnings: 2
  – Cells after Synth: 349
  – Ys async rst share: 100%
  – Yosys chip area: 3090 sq um
  – Synthesis-stage register bit count: 37
  – Register share after synthesis: 29.9%
  – EDFF count, synth: 0

Floorplanning
  – Boundary Pins: 32
  – Die Wd: 90.0 um
  – Die height: 90.0 um
  – Rows: 31
  – FP Util: 42.0%

Placement
  – Placed Instances: 479
  – Port buffer count: 30
  – Placed Area: 3630 sq um
  – RePlAce Congestion: 0.936
  – DP Wirelength: 6310 um

Status
  – Status: aborted with a tool error
  – Tool error: [error] [KeplerFormal.cpp:679] Workflow failed: Iso has multiple drivers: .rtc_sio0, rtc_sio$_DFFE_PN0P_.Q0
  – Exit stage: clock tree synthesis

Clock tree
  – # Post-CTS Setup Buffers: 0
  – Clk root buf: clkbuf_8
  – Total CTS buffers: 5
  – Clk sinks: 37
  – Hold buffers post-CTS: 0
  – Max clock buf depth: 2
  – H-tree levels: 2
  – Post_cts resized: 1
==> metrics by stage <==
stage	util, %	hold WS [ns]	power (mW)	TNS [ns]	setup WS [ns]
floorplan	-	0.324	1.62	-0.218	-0.0569
detailed placement	49.3	0.471	1.97	0	0.000743
global placement	49.3	0.470	1.98	0	0.0835
==> logic make-up after synthesis <==
| group | Yosys count | synth area share, % |
|---|---|---|
| compound gates | 85 | 18.6 |
| xor+xnor | 14 | 4.93 |
| fa+ha+maj | 20 | 8.09 |
| buf+inv | 34 | 4.73 |
| flops | 37 | 29.9 |
| mux | 25 | 9.22 |
| simple gates | 134 | 24.5 |
==> cells in the mapped netlist (all sizes together) (7+ instances only) <==
library cell | instances | area (sq um)
a21oi | 24 | 120
buf | 10 | 56.3
clkbuf | 14 | 52.6
dfrtp | 37 | 926
ha | 20 | 250
inv | 10 | 37.5
mux2 | 8 | 90.1
mux2i | 15 | 150
nand2 | 29 | 109
nand3 | 11 | 55.1
nand4 | 8 | 50.1
nor2 | 32 | 123
nor3 | 7 | 40.0
o21ai | 20 | 104
xnor2 | 7 | 76.3
xor2 | 7 | 76.3
No activity file was given, so power comes from the tool's default toggle rates.
